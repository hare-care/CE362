==> design.v <==
module InstMem(Addr, Size, DataOut, CLK);
   input [31:0] Addr;
   input [1:0] 	Size;
   output reg[31:0] DataOut;
   input 	CLK;
   reg [7:0] 	Mem[0:1024];
   wire [31:0] 	AddrW;
   assign AddrW = Addr & 32'hfffffffc;
   always @ *
     DataOut = {Mem[AddrW+3], Mem[AddrW+2], 
		Mem[AddrW+1], Mem[AddrW]};
endmodule  
module DataMem(Addr, Size, load_extend_sign, DataIn, DataOut, WEN, CLK);
   input [31:0] Addr;
   input [1:0] 	Size; 
   input load_extend_sign;  
   input [31:0] DataIn;   
   output reg[31:0] DataOut;
   input      WEN, CLK;
   reg [7:0] 	Mem[0:1024];
   wire [31:0] 	AddrH, AddrW;
   assign AddrH = Addr & 32'hfffffffe;
   assign AddrW = Addr & 32'hfffffffc;
always @ (*) begin
    if (Size == 2'b00 && load_extend_sign == 1'b1) begin
        DataOut = {{24{Mem[Addr][7]}}, Mem[Addr]};
    end else if (Size == 2'b00 && load_extend_sign == 1'b0) begin
        DataOut = {24'b0, Mem[Addr]};
    end else if (Size == 2'b01 && load_extend_sign == 1'b1) begin
        DataOut = {{16{Mem[AddrH+1][7]}}, Mem[AddrH+1], Mem[AddrH]};
    end else if (Size == 2'b01 && load_extend_sign == 1'b0) begin
        DataOut = {16'b0, Mem[AddrH+1], Mem[AddrH]};
    end else if (Size == 2'b10) begin
        DataOut = {Mem[AddrW+3], Mem[AddrW+2], Mem[AddrW+1], Mem[AddrW]};
    end else begin
        DataOut = 32'bx;
    end
end
always @ (negedge CLK)
  if (!WEN) begin
    case (Size)
      2'b00: begin  
        Mem[Addr] <= DataIn[7:0];
      end
      2'b01: begin   
        Mem[AddrH] <= DataIn[7:0];
        Mem[AddrH+1] <= DataIn[15:8];
      end
      2'b10, 2'b11: begin  
        Mem[AddrW] <= DataIn[7:0];
        Mem[AddrW+1] <= DataIn[15:8];
        Mem[AddrW+2] <= DataIn[23:16];
        Mem[AddrW+3] <= DataIn[31:24];
      end
    endcase  
  end  
endmodule  
module RegFile(AddrA, DataOutA,
	       AddrB, DataOutB,
	       AddrW, DataInW, WenW, CLK);
   input [4:0] AddrA, AddrB, AddrW;
   output [31:0] DataOutA, DataOutB;
   reg [31:0] DataOutA, DataOutB;   
   input [31:0]  DataInW;
   input 	 WenW, CLK;
   reg [31:0] 	 Mem[0:31];
   always @ * begin
      DataOutA = (AddrA == 0) ? 32'h00000000 : Mem[AddrA];
      DataOutB = (AddrB == 0) ? 32'h00000000 : Mem[AddrB]; 
   end
   always @ (negedge CLK) begin
     if (!WenW) begin
       Mem[AddrW] <= DataInW;
     end
      Mem[0] <= 0;  
   end
endmodule  
module Reg(Din, Qout, WEN, CLK, RST);
   parameter width = 32;
   input [width-1:0] Din;
   output [width-1:0] Qout;
   input 	      WEN, CLK, RST;
   reg [width-1:0]    Qout;
   always @ (negedge CLK or negedge RST)
     if (!RST)
       Qout <= 0;
     else
       if (!WEN)
	 Qout <= Din;
endmodule  
==> run.sh <==
#!/bin/bash
# OpenROAD 26Q1-2900-gdf79404cd8, Yosys 0.63+post, stock flow scripts
make -C /OpenROAD-flow-scripts/flow DESIGN_CONFIG=/design/flow/config.mk WORK_HOME=/design/flow/orfs finish
==> config.mk <==
export PLATFORM = sky130hd
export DESIGN_NAME = Reg
export DESIGN_NICKNAME = Reg
export VERILOG_FILES = /design/flow/design.v
export SDC_FILE = /design/flow/constraint.sdc
export NUM_CORES = 4
export LEC_CHECK = 1
export CORE_UTILIZATION = 30
==> constraint.sdc <==
current_design Reg

set clk_period 1.2
set clk_io_pct 0.2

create_clock -name clk0 -period $clk_period [get_ports {CLK}]

set non_clock_inputs [all_inputs -no_clocks]
set_input_delay [expr $clk_period * $clk_io_pct] -clock clk0 $non_clock_inputs
set_output_delay [expr $clk_period * $clk_io_pct] -clock clk0 [all_outputs]
==> impl_metrics.yaml <==
# flow metrics
synthesis:
  ys_seq_share_pct: 59.53
  ys.flop_type: "dfrtn_1"
  ys.flops: 32
  syn_avg_cell_area_um2: 19.78
  synth.most_common_cell: "dfrtn_1"
  top_area_cell: "dfrtn_1"
  ys_warn_count: 1
  ys_sh_adder_pct: 0
  syn_area_um2: 1345
  syn_inst: 68
  synthDominantCellAreaShare_pct: 59.53
  ys_types: 5
  common_cells: "dfrtn_1, mux2_4, buf_12, mux2_2, buf_6"
  async_flop_share_pct: 100.0
  simple_gate_area_share_pct: 0
  yosys.area_share.aoi_pct: 0
  muxShareOfSynthArea_pct: 35.16
  top_cells_by_area: "dfrtn_1, mux2_4, buf_12"
  ys_area_um2: 1345
  synth.logic.top_family: "multiplexers"
  xor_share_pct: 0
  ys_cells: 68
  edf_count: 0
layout:
  drive_gt1_share_pct: 59.15
  area_growth_pct: 62.70
  top_regs: "Qout x32"
  largest-register: "Qout"
  regArea_um2: 800.8
  largest_reg_flops: 32
  combGateArea_um2: 480.5
  filler_cell_count: 372
global_route:
  grt_max_degree: 33
  grt_first_pass_wirelength_um: 4395
  track_usage_pct: 13.02
  grt_overflow: 0
  gr-usage-met2_pct: 19.66
  grt_use_met1_pct: 18.99
  antenna_found_initial: 0
  grt_pass1_vias: 894
  grt.busiest_layer: "met2"
  use_met3_pct: 4.333
pwr:
  vdd_drop_max_mv: 0.6909
  power.leakage_nw: 1.150
  p_total_mw: 2.641
  p_per_area_nw_per_um2: 1207
final_timing:
  setup_viol_count_final: 64
  slew_viol_final: 0
  setup_ws_ns: -0.4501
  hold_viol: 0
  holdWs_ns: 0.4484
  rsz0062_at_grt: "true"
  slew_headroom_pct: 88.01
  worst_pin_slew_ns: 0.1798
  clock_skew_ns: 0
die:
  die_w_um: 68.96
  die-height_um: 68.96
  top_level_ports: 67
  dieArea_um2: 4755
  rows: 23
  core-area_um2: 4144
  initial_core_util_pct: 32.46
clock_network:
  cts_tree: "built"
  cts_buffers: 5
  clock-sinks: 32
  worstSkewPairLatency_ns: 0.29
  clk_pin_slew_ns: 0.04
  h-tree-depth: 2
  clock-root-buffer: "clkbuf_8"
  cts_buffer_depth: 2
  hold_buffers: 0
critical_path:
  path_delay_family: "flip-flops"
  r2r-start: "Qout[28]"
  cpMaxStageDelayCell: "dfrtn_1"
  slowest_delay_ns: 0.43
  cp_cell_sequence: "buf_2"
  arrival_ns: 1.41
  crit_type: "reg2out"
  crit_required_ns: 0.96
  cp_max_fo: 2
  timing.critical_path.buf_inv: 1
  start_kind: "flip-flop"
  end_kind: "output pin"
  cp-startpoint: "Qout[8]"
detailed_routing:
  diodes: 0
  drt_pre_antenna_iters: 2
  ant_nets: 0
  wl_um: 2852
  first_iter_violations: 12
  viasPerCell: 4.280
  vias: 916
  drc: 0
  routedWlPerCell_um: 13.33
run:
  tool_warnings: 28
  max_cap_viol_count: 0
min_path:
  worstHoldStart: "Qout[27]"
  min_path_type: "reg2reg"
place:
  dpl.hpwl_um: 1862
  place.gp.congestion: 0.7181
  numPortBuffers: 66
run_status:
  status: "finished with violations"
  violations: "setup timing"
layout make-up:
class | count | area share, %
timing repair buffer | 92 | 34.48
clock buffer | 8 | 4.117
multi-input combinational | 32 | 21.96
sequential | 32 | 36.59
tap | 50 | 2.859
per-layer routing:
metal  up-vias  share of wire [%]
met2        41                 44
met1       441                 46
li1        426                  -
met3         8                8.7
met4         0                1.5
met5         -                  0
power breakdown:
group          switching [mW]  internal [mW]
Combinational           0.135          0.409
Clock                   0.377          0.467
Sequential             0.0515           1.20
Total                   0.563           2.08
placed cells by master, fill, tap and decap left out:
cell	n
buf_12	3
buf_16	3
buf_2	32
buf_4	20
buf_6	1
clkbuf_1	2
clkbuf_8	6
clkdlybuf4s50_1	1
dfrtn_1	32
dlygate4sd2_1	32
mux2_4	32
metrics by stage:
| step | setup slack [ns] | TNS, ns | utilization (%) | area (µm²) | cells |
|---|---|---|---|---|---|
| 2_1_floorplan | -0.3394 | -10.61 | - | 1354 | 68 |
| 3_3_place_gp | -0.5113 | -34.94 | 50.79 | 2105 | 190 |
| 3_5_place_dp | -0.5218 | -35.37 | 50.79 | 2105 | 190 |
| 4_1_cts | -0.4598 | -15.97 | 51.72 | 2143 | 208 |
| 5_1_grt | -0.4931 | -16.94 | 52.81 | 2188 | 214 |
| 6_report | -0.4501 | -15.76 | 52.81 | 2188 | 214 |
worst paths after layout:
check	end	slack, ns	depth (start not counted)
worst max-delay path	Qout[8]	-0.45	1
worst min-delay path	Qout[27]	0.45	1
worst max register to register	Qout[28]	0.22	3
worst min register to register	Qout[27]	0.45	1
max in group asynchronous	Qout[21]	0.19	2
min in group asynchronous	Qout[31]	0.79	2
repair_timing:
action | 4_1_cts | 5_1_grt
setup endpoints to repair | 64 | 64
buffers inserted | 8 | 6
cloned | 2 | 0
gates resized | 138 | 0
cells by family after synthesis:
kind of cell	count (synthesis)
buffers and inverters	4
muxes	32
DFF	32
No activity file was given, so power comes from the tool's default toggle rates.
