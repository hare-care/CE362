`flow/config.mk`:
```
export PLATFORM = sky130hd
export DESIGN_NAME = mul_top
export DESIGN_NICKNAME = mul_top
export VERILOG_FILES = /design/flow/design.v
export SDC_FILE = /design/flow/constraint.sdc
export NUM_CORES = 4
export LEC_CHECK = 1
export CORE_UTILIZATION = 50
```
`flow/constraint.sdc`:
```
current_design mul_top

set clk_period 12.5
set clk_io_pct 0.2

create_clock -name clk0 -period $clk_period [get_ports {clock}]

set non_clock_inputs [all_inputs -no_clocks]
set_input_delay [expr $clk_period * $clk_io_pct] -clock clk0 $non_clock_inputs
set_output_delay [expr $clk_period * $clk_io_pct] -clock clk0 [all_outputs]
```
`flow/design.v`:
```
module mul_top(
    input clock, rstn,
    input [31:0] a, b,
    output [31:0] c
);
reg [31:0] a_flop, b_flop, c_flop;
wire [31:0] c_mul;
assign c = c_flop;
multiply mul_unit (
    .clk(clock),
    .rstn(rstn),
    .a(a_flop),
    .b(b_flop),
    .c(c_mul)
);
always @(posedge clock or negedge rstn) begin
    if (rstn == 1'b0) begin
        a_flop <= 32'b0;
        b_flop <= 32'b0;
        c_flop <= 32'b0;
    end
    else begin
        a_flop <= a;
        b_flop <= b;
        c_flop <= c_mul;
    end
end
endmodule
module multiply(
    input clk, rstn,
    input [31:0] a, b,
    output [31:0] c
);
    assign c = a *b;
endmodule
```
`flow/run.sh`:
```
#!/bin/bash
# OpenROAD 26Q1-2900-gdf79404cd8, Yosys 0.63+post, stock flow scripts
make -C /OpenROAD-flow-scripts/flow DESIGN_CONFIG=/design/flow/config.mk WORK_HOME=/design/flow/orfs finish
```
==> impl_metrics.env <==
# physical design summary
export IMPL_hp_start="b_flop[0]"
export IMPL_hold_buffers=0
export IMPL_reg2reg_from="a_flop[12]"
export IMPL_drive_gt1_share_pct=1.97
export IMPL_synth_seq_cells=96
export IMPL_place_hpwl_microns=33400
export IMPL_final_hold_violation_count=0
export IMPL_synth_cellmix_adderShare_pct=53.1
export IMPL_r2r_slack_ps=5410
export IMPL_cts_made_buffers=9
export IMPL_hold_class="register to register"
export IMPL_worstPathCellList="and2_1 > fa_1 > fa_1 > fa_1 > inv_1 > fa_1 > inv_1 > fa_1 > inv_1 > fa_1 > inv_1 > fa_1 > fa_1 > ha_1 > a21o_1 > a21o_1 > a21oi_1 > a31oi_1 > a21oi_1 > a21oi_1 > xor2_1"
export IMPL_n_fill_cell=3117
export IMPL_synthMuxAreaShare_pct=0.0547
export IMPL_synthCells=1833
export IMPL_grt_overflow=0
export IMPL_r2r_worst_path_cells=21
export IMPL_port_buffers=97
export IMPL_ctsLongestPathBuffers=2
export IMPL_simple_gate_share_pct=17.4
export IMPL_synth_cell_types=46
export IMPL_ctsResizeCount=0
export IMPL_rsz0062_at_grt="false"
export IMPL_flop_cell="dfrtp_1"
export IMPL_die_h_microns=193
export IMPL_synth_edff_count=0
export IMPL_cp_top_family="adder cells"
export IMPL_post_cts_buffers=0
export IMPL_placedCellCount=2321
export IMPL_layout_cells_non_filler=2337
export IMPL_diodes=0
export IMPL_drt_pre_antenna_iters=13
export IMPL_critPathMostFrequentCell="fa_1"
export IMPL_lay_top_count="fa_1"
export IMPL_period_used_pct=56.7
export IMPL_xor_share_pct=4.09
export IMPL_yosysWarnings=1
export IMPL_grt_usage_pct=26.6
export IMPL_setup_viol=0
export IMPL_antenna_left=0
export IMPL_path_buffers=4
export IMPL_viasPerCell=5.09
export IMPL_routed_wl_microns=42400
export IMPL_max_freq_mhz=141
export IMPL_drv_cap=0
export IMPL_core_area_sq_um=35800
export IMPL_dieArea_sq_um=37400
export IMPL_top_cell_area_share_pct=44.6
export IMPL_cts_max_level=3
export IMPL_drt_initial_drc_count=430
export IMPL_ys_cells=1833
export IMPL_report_final_slew_viol_count=0
export IMPL_warning_count=25
export IMPL_drc=0
export IMPL_crit_slowest_cell="dfrtp_1"
export IMPL_yosys_area_top_type="fa_1"
export IMPL_async_flop_share_pct=100
export IMPL_clock_skew_ps=21.9
export IMPL_setup_worst_path_end_class="register"
export IMPL_tightestPinTransition_ps=972
export IMPL_cp_slowest_stage_delay_ps=930
export IMPL_r2r_end="c_flop[29]"
export IMPL_cts_tree="yes"
export IMPL_crit_fanout=20
export IMPL_wl_per_cell_microns=18.1
export IMPL_run_status="finished, final reports clean"
export IMPL_area_leaders="fa_1 45%, dfrtp_1 13%, and2_1 13%, ha_1 8.4%, inv_1 7.4%"
export IMPL_clock_latency_ps=390
export IMPL_syn_cell_area_sq_um=18300
export IMPL_cp_start_kind="register"
export IMPL_die_w_microns=193
export IMPL_synthTopLogicFamily="adder cells"
export IMPL_final_util_pct=55.7
export IMPL_cts_sinks=96
export IMPL_hold_path_depth=1
export IMPL_area_growth_synth_to_final_pct=9.12
export IMPL_timing_hold_ws_ps=816
export IMPL_grt_pass1_wl_microns=71100
export IMPL_place_gp_congestion=0.892
export IMPL_syn_area_per_cell_sq_um=9.98
export IMPL_antenna_found_initial=0
export IMPL_final_comb_area_sq_um=14200
export IMPL_crit_type="register to register"
export IMPL_vias=11900
export IMPL_clk_root_buffer_cell="clkbuf_16"
export IMPL_period_needed_ps=7090
export IMPL_grt_start_max_net_pins=51
export IMPL_fp_util_pct=51.1
export IMPL_critical_path_arrival_ps=7390
export IMPL_setup_tns_final_ps=0
export IMPL_clk_pin_slew_ps=70
export IMPL_required_ps=12800
export IMPL_relSlewSlack_pct=35.2
export IMPL_yosys_stat_seqShare_pct=13.1
export IMPL_grt_pass1_vias=13100
export IMPL_seqCellArea_sq_um=2400
export IMPL_ios=98
export IMPL_yosys_area_sq_um=18300
export IMPL_rows=69
export IMPL_synthAoiAreaFrac_pct=3.04
export IMPL_layout_top_cells="408 x fa_1, 369 x and2_1, 363 x inv_1, 173 x nand2_1, 123 x ha_1"
export IMPL_whs_endpoint="c_flop[0]"
## layer usage
layer	part of all wire (%)	GRT usage, %	vias to the layer above
met4	2.0	3.79	0
li1	-	-	5419
met2	45	38.9	446
met1	44	42.5	5978
met5	0	0	-
met3	8.9	9.58	50
## sequential cells by signal (all words and copies together), names as in the netlist
name / cells
a_flop: 32
b_flop: 32
c_flop: 32
## cells in the mapped netlist (2+ instances only)
| cell | number |
|---|---|
| a211oi_1 | 3 |
| a21o_1 | 10 |
| a21oi_1 | 28 |
| a31oi_1 | 4 |
| and2_1 | 369 |
| and3_1 | 2 |
| buf_2 | 2 |
| clkbuf_1 | 81 |
| clkbuf_2 | 2 |
| dfrtp_1 | 96 |
| fa_1 | 408 |
| ha_1 | 123 |
| inv_1 | 363 |
| nand2_1 | 173 |
| nand2b_1 | 3 |
| nand3_1 | 9 |
| nand4_1 | 6 |
| nor2_1 | 18 |
| nor2b_1 | 2 |
| o211ai_1 | 4 |
| o21a_1 | 4 |
| o21ai_0 | 17 |
| o21bai_1 | 4 |
| xnor2_1 | 62 |
| xor2_1 | 19 |
## layout make-up
type	count	share of cell area, %
multi-input combinational	1289	71.2
inverter	363	6.83
clock inverter	7	0.552
sequential	96	12.0
tap	461	2.89
timing repair buffer	112	5.41
clock buffer	9	1.13
## cell families after synthesis
kind of cell,after synthesis
XOR/XNOR,83
AND/OR/NAND/NOR,587
buffers and inverters,448
adder cells (fa/ha/maj),531
multiplexers,1
flip-flops,96
AND-OR/OR-AND,87
## metrics by stage
| stage | setup slack, ps | instance area [sq um] |
|---|---|---|
| finish | 5410 | 20000 |
| global route | 4970 | 20000 |
| CTS | 5380 | 20000 |
| detailed placement | 5370 | 19600 |
| global placement | 5430 | 19600 |
| floorplan | 6020 | 18300 |
## worst max-delay path by stage
| stage | from | to | slack [ps] | depth (start not counted) |
|---|---|---|---|---|
| CTS | a_flop[12] | c_flop[29] | 5380 | 21 |
| global route | b_flop[8] | c_flop[30] | 4970 | 19 |
| finish | a_flop[12] | c_flop[29] | 5410 | 21 |
## worst reg2reg max path: cells and delay by family, from the launching register on
kind	cells	cell delay (ps)
adder cells (fa/ha/maj)	9	4310
AND-OR/OR-AND	6	1170
flip-flops	1	930
AND/OR/NAND/NOR	1	270
buffers and inverters	4	210
XOR/XNOR	1	150
